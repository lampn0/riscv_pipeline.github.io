<file path="flow/config.mk">
export PLATFORM = sky130hd
export DESIGN_NAME = instruction_fetch
export DESIGN_NICKNAME = instruction_fetch
export VERILOG_FILES = /design/flow/design.v
export SDC_FILE = /design/flow/constraint.sdc
export NUM_CORES = 4
export LEC_CHECK = 1
export CORE_UTILIZATION = 30
</file>
<file path="flow/constraint.sdc">
current_design instruction_fetch

set clk_period 9.7
set clk_io_pct 0.2

create_clock -name clk0 -period $clk_period [get_ports {clk}]

set non_clock_inputs [all_inputs -no_clocks]
set_input_delay [expr $clk_period * $clk_io_pct] -clock clk0 $non_clock_inputs
set_output_delay [expr $clk_period * $clk_io_pct] -clock clk0 [all_outputs]
</file>
<file path="flow/design.v">
module instruction_fetch (
  input                 clk         ,  
  input                 reset_n     ,  
  input         [31:0]  pc_branch   ,  
  input                 pc_write    ,
  input                 pc_src      ,
  input                 IF_ID_write ,
  input                 IF_flush    ,
  output logic  [31:0]  IF_ID_pc    ,
  output logic  [31:0]  IF_ID_inst  
);
logic [31:0] pc_next;
logic [31:0] pre_pc;
logic [31:0] pc_ff;
logic [31:0] pc;
logic [31:0] inst;
always_comb begin : proc_pc_selection
  pc_next  = pc_ff + 32'h0004;
  pre_pc   = pc_src ? pc_branch : pc_next;
  pc       = pc_write ? pre_pc : pc_ff;
end
always_ff @(posedge clk or negedge reset_n) begin : proc_pc_ff
  if(~reset_n) begin
    pc_ff <= 0;
  end 
  else if(pc_write) begin
    pc_ff <= pre_pc;
  end
  else begin
    pc_ff <= pc_ff;
  end
end
localparam [31:0] NONE    = 32'h0000,  
                  INST1   = 32'h0004,  
                  INST2   = 32'h0008,  
                  INST3   = 32'h000C,  
                  INST4   = 32'h0010,  
                  INST5   = 32'h0014,  
                  INST6   = 32'h0018,  
                  INST7   = 32'h001C,  
                  INST8   = 32'h0020,  
                  INST9   = 32'h0024,  
                  INST10  = 32'h0028,  
                  INST11  = 32'h002C,  
                  INST12  = 32'h0030,  
                  INST13  = 32'h0034,  
                  INST14  = 32'h0038,  
                  INST15  = 32'h003C,  
                  INST16  = 32'h0040,  
                  INST17  = 32'h0044,  
                  INST18  = 32'h0048,  
                  INST19  = 32'h004C,  
                  INST20  = 32'h0050,  
                  INST21  = 32'h0054,  
                  INST22  = 32'h0058;  
always_comb begin : proc_instruction_memory
  case (pc)
    NONE    : inst = 32'b00000000000000000000000000000000;
    INST1   : inst = 32'b0000000_01110_01100_000_01000_0110011;
    INST2   : inst = 32'b0100000_01000_01100_000_01010_0110011;
    INST3   : inst = 32'b111111001110_01010_000_01111_0010011;
    INST4   : inst = 32'b000000001000_00010_010_01110_0000011;
    INST5   : inst = 32'b0000000_01110_10011_000_00101_0110011;
    INST6   : inst = 32'b0000000_01110_00010_010_00100_0100011;
    INST7   : inst = 32'b0_000000_01010_00001_000_1100_0_1100011;
    INST8   : inst = 32'b000000010100_00101_010_00111_0000011;
    INST9   : inst = 32'b000000000010_01011_000_00111_0010011;
    INST10  : inst = 32'b000000000111_00101_010_01100_0100011;
    INST11  : inst = 32'b0100000_00111_01011_000_00010_0110011;
    INST12  : inst = 32'b0000000_00011_00101_111_01110_0110011;
    INST13  : inst = 32'b000000001110_00101_010_10000_0100011;
    INST14  : inst = 32'b0_000000_01110_00001_000_1100_0_1100011;
    INST15  : inst = 32'b0000000_01110_01100_000_01000_0110011;
    INST16  : inst = 32'b0100000_01000_01100_000_01010_0110011;
    INST17  : inst = 32'b111111001110_01010_000_01111_0010011;
    INST18  : inst = 32'b000000001000_00010_010_01110_0000011;
    INST19  : inst = 32'b0000000_01110_10011_000_00101_0110011;
    INST20  : inst = 32'b000000001010_00010_010_01110_0000011;
    INST21  : inst = 32'b0_000000_01110_00001_000_1100_0_1100011;
    INST22  : inst = 32'b0000000_01110_01100_000_01111_0110011;
    default : inst = 32'b0;
  endcase
end
always_ff @(posedge clk or negedge reset_n) begin : proc_IF_ID_Register
  if(~reset_n) begin
     IF_ID_pc   <= 0;
     IF_ID_inst <= 0;
  end 
  else if(IF_flush) begin
    IF_ID_pc   <= 0;
    IF_ID_inst <= 0;
  end
  else if (~IF_ID_write) begin
    IF_ID_pc   <= IF_ID_pc;
    IF_ID_inst <= IF_ID_inst;
  end
  else begin
    IF_ID_pc   <= pc  ;
    IF_ID_inst <= inst;
  end
end
endmodule : instruction_fetch
</file>
<file path="flow/run.sh">
#!/bin/bash
# OpenROAD 26Q1-2900-gdf79404cd8, Yosys 0.63+post, stock flow scripts
make -C /OpenROAD-flow-scripts/flow DESIGN_CONFIG=/design/flow/config.mk WORK_HOME=/design/flow/orfs finish
</file>
==> out/metrics.csv <==
metric,value,unit
tool_warnings,25,
setup_tns,0,ns
dr.pass1.iters,5,
period_used_share,55.9,%
cts_made_buffers,9,
setup_viol,0,
top_area_share,41.7,%
drtIter0Drc,414,
min_path_type,flip-flop to flip-flop,
outcome,"finished, final reports clean",
ys_types,73,
post_cts_buffers,0,
antenna_found_initial,0,
yosysSeqAreaShare,41.7,%
post_cts_resized,0,
arrival,5.64,ns
diodes,0,
worstPathRequired,9.91,ns
end_kind,flip-flop,
critPathLaunchType,primary input,
power_density,162,mW/mm2
maxCapViolCount,0,
clockBufferDepth,2,
postSynthCellCount,585,
finalCriticalPeriod,5.42,ns
worst_slew_pin_slew,0.838,ns
die_w,134,um
cp_max_fo,38,
dieHeight,134,um
coreArea,0.0168,mm2
synthFlopType,dfrtp_1,
drc,0,
ys_cells,585,
drive_gt1_share,9.10,%
grt_pass1_vias,4528,
cts_tree,done,
maxSlewHeadroom,44.0,%
syn_to_final_growth,25.5,%
topCellsByArea,"dfrtp_1, mux2i_1, nor2_1, nand2_1, o21ai_2",
layout_top_cells,"clkdlybuf4s50_1, dfrtp_1, nor2_1, nand2_1, mux2i_1",
vias,4826,
async_flop_share,100,%
syn-mean-instance-area,8.93,um2
grt-ovfl-total,0,
hpwlAfterDp,11.4,mm
grt_max_degree,57,
final_cells,879,
ant_nets,0,
rsz0062_at_grt,false,
yosysWarningCount,1,
dp.cells,865,
slew_viol_final,0,
holdBufCountCts,0,
vias_per_cell,5.49,
lay_top_count,clkdlybuf4s50_1,
cts.sinks,87,
num_rows,47,
hold_viol_final,0,
grt_pass1_wl,25.5,mm
finalClockSkew,0.00589,ns
chip_area,0.0179,mm2
routed_wl,16.0,mm
insertion_delay,0.35,ns
ys_ff,87,
yosys-stat-area,0.00522,mm2
vdd_drop_max,0.0954,mV
fmax,0.184,GHz
cts_root_buffer,clkbuf_16,
port_buffers,98,
worstSetupPathType,primary input to flip-flop,
yosys.area.top_type,dfrtp_1,
clk_pin_slew_worst_paths,0.06,ns
edf_count,0,
p_leak,2.74,nW
fp_util,31.1,%
synth_area,0.00522,mm2
grt_use_total,18.6,%
wire_per_inst,18.2,um
io-pin-count,102,
cts_max_level,3,
gp_congestion,0.909,
[synthesized netlist by cell type (13+ instances only)]
cell type,count
a21oi_1,15
nor2_1,77
buf_4,15
nand3_1,25
o21ai_0,22
clkbuf_1,13
dfrtp_1,87
o22ai_1,14
nor3_1,21
nand2_1,67
mux2i_1,36
nand4_1,13
o21ai_2,18
[state kept, by name, summed over array words and instances (netlist names)]
signal / flops
pc_ff: 32
IF_ID_pc: 32
IF_ID_inst: 23
[layer usage]
layer	part of all wire, %	GRT usage (%)
met5	0	0
met4	1.6	3.03
met3	5.4	2.85
met2	45	26.8
met1	48	30.3
[cell families (layout without fill, tap and decap cells)]
group / Yosys count / count (layout) / synth area share [%]
compound gates: 134 / 134 / 18.5
xor+xnor: 4 / 4 / 0.671
fa+ha+maj: 1 / 1 / 0.240
buf+inv: 58 / 130 / 5.97
flops: 87 / 87 / 41.7
mux: 39 / 39 / 7.55
other cells: 1 / 3 / 0.0718
simple gates: 261 / 261 / 25.3
[worst max-delay path, stage by stage]
cell             delay [ns]
clkdlybuf4s50_1        0.46
buf_4                  0.35
nand2_1                0.60
o22a_1                 0.40
nand2_1                0.39
clkinv_1               0.35
and3_1                 0.26
o21ai_1                0.25
nand2_1                0.15
a2111oi_0              0.38
o21ai_1                0.10
[where the power goes]
part           leakage, nW  internal (mW)  total, mW  switching [mW]
logic                 1.48          0.117      0.282           0.165
clock network        0.140          0.202      0.337           0.135
registers             1.12          0.397      0.441          0.0437
[stage by stage]
stage	worst slack, ns	hold WS [ns]	power, mW	instance area, um2	util [%]
after floorplan	5.52	0.426	0.619	5230	-
after global placement	4.03	0.468	0.727	6270	37.3
after detailed placement	3.96	0.476	0.726	6270	37.3
after CTS	4.32	0.488	1.07	6560	39.0
after global routing	4.00	0.501	1.12	6560	39.0
final	4.28	0.480	1.06	6560	39.0
[layout make-up]
cell class	instances	area, um2
Clock buffer	10	239
Clock inverter	4	47.5
Tap cell	220	275
Timing Repair Buffer	107	1040
Inverter	9	33.8
Multi-Input combinational cell	442	2740
Fill cell	1698	10300
Sequential cell	87	2180
[path summary, 6_finish.rpt]
kind                                            startpoint                    endpoint  slack (ns)  cells past startpoint
worst max register to register          pc_ff[2]$_DFF_PN0_   IF_ID_inst[1]$_DFFE_PN0P_        6.04                      9
min in group asynchronous                          reset_n    IF_ID_pc[26]$_DFFE_PN0P_        1.53                      1
worst min-delay path            IF_ID_inst[23]$_DFFE_PN0P_  IF_ID_inst[23]$_DFFE_PN0P_        0.48                      2
worst max-delay path                              pc_write  IF_ID_inst[21]$_DFFE_PN0P_        4.28                     11
max in group asynchronous                          reset_n  IF_ID_inst[16]$_DFFE_PN0P_        7.12                      2
worst min register to register  IF_ID_inst[23]$_DFFE_PN0P_  IF_ID_inst[23]$_DFFE_PN0P_        0.48                      2
Power and IR drop assume default switching activity.
