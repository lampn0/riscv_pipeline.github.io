--- flow/config.mk ---
export PLATFORM = sky130hd
export DESIGN_NAME = execute
export DESIGN_NICKNAME = execute
export VERILOG_FILES = /design/flow/design.v
export SDC_FILE = /design/flow/constraint.sdc
export NUM_CORES = 4
export LEC_CHECK = 1
export CORE_UTILIZATION = 40
--- flow/design.v ---
module execute (
  input               clk               ,     
  input               reset_n           ,   
  input               ID_EX_mem_to_reg  ,
  input               ID_EX_reg_write   ,
  input               ID_EX_mem_write   ,
  input               ID_EX_mem_read    ,
  input               ID_EX_alu_src     ,
  input        [ 1:0] ID_EX_alu_op      ,
  input        [31:0] ID_EX_data1       ,
  input        [31:0] ID_EX_data2       ,
  input        [31:0] ID_EX_imm_gen     ,
  input        [ 4:0] ID_EX_rs1         ,
  input        [ 4:0] ID_EX_rs2         ,
  input        [ 4:0] ID_EX_rd          ,
  input        [ 3:0] ID_EX_inst_func   ,
  input        [ 1:0] forward_a         ,
  input        [ 1:0] forward_b         ,
  input        [31:0] wb_data           ,
  output logic [31:0] EX_MEM_alu_out    ,
  output logic        EX_MEM_mem_to_reg ,
  output logic        EX_MEM_reg_write  ,
  output logic        EX_MEM_mem_write  ,
  output logic        EX_MEM_mem_read   ,
  output logic [31:0] EX_MEM_dataB      ,
  output logic [ 4:0] EX_MEM_rd         ,
  output logic [31:0] alu_out           
);
logic [31:0] dataA;
logic [31:0] dataB;
logic [ 3:0] alu_ctrl;
logic [31:0] alu_inB;
localparam [3:0]  ADD = 4'b0010,
                  SUB = 4'b0110,
                  AND = 4'b0000,
                  OR  = 4'b0001,
                  XOR = 4'b0111;
localparam [1:0]  R = 2'b10,
                  I = 2'b00,
                  B = 2'b01;
always_comb begin : proc_alu_control
  case (ID_EX_alu_op)
  I: alu_ctrl = ADD;
  B: alu_ctrl = SUB;
  R: begin
      case (ID_EX_inst_func)
      4'b0000: alu_ctrl = ADD;
      4'b1000: alu_ctrl = SUB;
      4'b0111: alu_ctrl = AND;
      4'b0110: alu_ctrl = OR ;
      4'b0100: alu_ctrl = XOR;
        default : alu_ctrl = 4'b1111;
      endcase
  end
    default : alu_ctrl = 4'b1111;
  endcase
end
always_comb begin : proc_ALU
  case (forward_a)
  2'b01: dataA = wb_data;
  2'b10: dataA = EX_MEM_alu_out;
    default : dataA = ID_EX_data1;
  endcase
  case (forward_b)
  2'b01: dataB = wb_data;
  2'b10: dataB = EX_MEM_alu_out;
    default : dataB = ID_EX_data2;
  endcase
  alu_inB = (ID_EX_alu_src) ? ID_EX_imm_gen : dataB;
  case (alu_ctrl)
  ADD: alu_out = dataA + alu_inB;
  SUB: alu_out = dataA - alu_inB;
  AND: alu_out = dataA & alu_inB;
  OR : alu_out = dataA | alu_inB;
  XOR: alu_out = dataA ^ alu_inB;
    default : alu_out = dataA;
  endcase
end
always_ff @(posedge clk or negedge reset_n) begin : proc_EX_MEM_register
  if(~reset_n) begin
    EX_MEM_alu_out    <= 0;
    EX_MEM_mem_to_reg <= 0;
    EX_MEM_reg_write  <= 0;
    EX_MEM_mem_write  <= 0;
    EX_MEM_mem_read   <= 0;
    EX_MEM_dataB      <= 0;
    EX_MEM_rd         <= 0;
  end
  else begin
    EX_MEM_alu_out    <= alu_out;
    EX_MEM_mem_to_reg <= ID_EX_mem_to_reg;
    EX_MEM_reg_write  <= ID_EX_reg_write;
    EX_MEM_mem_write  <= ID_EX_mem_write;
    EX_MEM_mem_read   <= ID_EX_mem_read;
    EX_MEM_dataB      <= dataB;
    EX_MEM_rd         <= ID_EX_rd;
  end
end
endmodule : execute
--- flow/run.sh ---
#!/bin/bash
# OpenROAD 26Q1-2900-gdf79404cd8, Yosys 0.63+post, stock flow scripts
make -C /OpenROAD-flow-scripts/flow DESIGN_CONFIG=/design/flow/config.mk WORK_HOME=/design/flow/orfs finish
--- flow/constraint.sdc ---
current_design execute

set clk_period 29.7
set clk_io_pct 0.2

create_clock -name clk0 -period $clk_period [get_ports {clk}]

set non_clock_inputs [all_inputs -no_clocks]
set_input_delay [expr $clk_period * $clk_io_pct] -clock clk0 $non_clock_inputs
set_output_delay [expr $clk_period * $clk_io_pct] -clock clk0 [all_outputs]
==> results.txt <==
The run has ended; figures from its reports follow.

The endpoint of the worst-slack reg-to-reg timing path is EX_MEM_alu_out[30]$_DFF_PN0_. The tally of non-filler cells in the final layout is 1498. The area fraction of the dominant cell type after synthesis came out at 0.2285. The post-CTS setup repair buffer count came out at 0.

The initial antenna violation count was 3. The width of the die came out at 143.4 µm. Yosys attributes the largest share of cell area to sky130_fd_sc_hd__dfrtp_1, sky130_fd_sc_hd__ha_1, sky130_fd_sc_hd__a21oi_1. The standard-cell row count came out at 51.

After clock tree synthesis, the repair step resized 0 gates. For this block, the initial DRC count from the detailed router was 618. The most common cell in the netlist is sky130_fd_sc_hd__a21oi_1. The max-cap violation count is 0.

Looking at the clock tree report, the root buffer type is sky130_fd_sc_hd__clkbuf_16. In this run the mean area of a mapped cell was 7.955 µm². Nets still carrying antenna violations after routing amount to 0. The die span in y came out at 143.4 µm. The number of warnings the tools reported came out at 77.

The sequential-to-total area share from yosys stat is 0.2285. The maximum fanout encountered on the critical timing path came out at 70. The clock-pin transition on the worst setup and hold timing paths came out at 60 ps. Data arrives at the worst endpoint at 12580 ps. The run finished with clean final reports. The CTS sink count is 73. The total count of hold-check failures in the final report is 0. The synthesis stat section lists a flop and latch total of 73.

The number of global-route vias before repair is 7413. In the synthesized netlist the dominant register cell turns out to be sky130_fd_sc_hd__dfrtp_1. The critical register-to-register path startpoint is EX_MEM_alu_out[0]$_DFF_PN0_. The post-CTS hold buffer count recorded in the log is 0. The global-route wire length before repair is 46770 µm. The power density of the placed cells came out at 49.42 mW/mm². Setup repair after global routing left no endpoint under its margin. In the final timing run, aggregate negative setup slack is 0 ps.

The post-layout period usage of the worst path came out at 0.6234. The detailed-router iteration count before antenna repair came out at 5. The clock network latency to the later pin of the worst-skew pair is 340 ps. Across all layers, the routed design uses 8154 vias.

The final clock skew is 4.154 ps. 265 I/O pins were placed. The total clock buffers created by CTS is 9. The transition time of the tightest slew-check pin is 948.2 ps.

Looking at hold timing, the worst path starts from EX_MEM_alu_out[20]$_DFF_PN0_. The total core area is 0.01953 mm². The share of final-layout standard cells stronger than drive strength 1 came out at 0.05122. Hold timing on the final database bottoms out at a slack of 638.4 ps.

For this sky-water flow run, the detailed-routed wirelength per cell is reported as 21.06 µm. TritonCTS built the clock tree. The warning count from the yosys run is 1. STA classifies the critical path startpoint as a primary input. For this run the aggregate overflow at the end of global routing stands at 0. The placed cell count is 1479.

The final routed wirelength across all metal layers came out at 31540 µm. The worst max-slew margin expressed relative to the limit came out at 0.3612. For reference, the final report shows the max-slew violation count at 0. The H-tree was split into 3 levels.

STA classifies the critical path endpoint as a primary output. The registers reported with the highest flop counts are EX_MEM_alu_out: 32 flops, EX_MEM_dataB: 32 flops, EX_MEM_rd: 5 flops. The top achievable clock speed came out at 54.01 MHz. The final weighted congestion in routability-driven placement is 0.8948.

The starting utilization of the core area is 0.4095. Entering global routing, the biggest net connects 71 pins. Note, the detailed placer reported a final HPWL of 25430 µm. The area growth from synthesis to layout came out at 37.86%. In the hold report, the worst path ends at EX_MEM_dataB[20]$_DFF_PN0_. The synthesized netlist was found by Yosys to have 1005 cells. The post-synth count of flops with an enable pin is 0. Summed over all instances, the cell type with the most area after synthesis is sky130_fd_sc_hd__dfrtp_1. The path class of the tightest hold or removal check is flop to flop. Across the VDD grid, the largest voltage drop is 30.42 µV. By count the netlist is led by sky130_fd_sc_hd__a21oi_1, sky130_fd_sc_hd__ha_1, sky130_fd_sc_hd__inv_1, sky130_fd_sc_hd__nand2_1, sky130_fd_sc_hd__dfrtp_1. The clock period minus worst slack came out at 18520 ps. For this run, the detailed router reports a per-instance via density of 5.443.

The synthesized instance count is 1005. The critical path endpoint has a required time of 23760 ps. The finished layout reports a core utilization of 0.5645.

The leakage power summed over all cells is 0.004811 µW. The Yosys chip area is 0.007995 mm². The number of failing setup endpoints in the final timing report came out at 0.

The hold path depth is 2. The DRC violation total left in the routed layout is recorded as 0. Setup slack on the worst reg-to-reg path comes out at 24280 ps. The buffer depth of the longest clock path came out at 2. The all-layer global routing usage came out at 0.3128. The filler cells instantiated in the layout total 1798. The critical path is of the primary input to primary output type. The combined area of all synthesized cells is 0.007995 mm². Yosys mapped the design onto 68 distinct sky130hd cell types. The worst register-to-register path depth is 20. The overall power came out at 544.7 µW. The number of port buffers came out at 254. The die covers 0.02056 mm². The fraction of synthesis flops using an asynchronous set or reset pin is 1.000.
==> final cells by class <==
type / count / area [µm²] / share of cell area
Clock inverter: 7 / 95.09 / 0.008628
Timing Repair Buffer: 267 / 2633 / 0.2388
Tap cell: 265 / 331.6 / 0.03008
Multi-Input combinational cell: 786 / 5573 / 0.5056
Sequential cell: 73 / 1827 / 0.1657
Antenna cell: 3 / 7.507 / 0.0006811
Clock buffer: 9 / 225.2 / 0.02043
Inverter: 88 / 330.3 / 0.02997
==> cells by family after synthesis <==
logic type	count (synthesis)	synth area share
muxes	13	0.01768
DFF	73	0.2285
xor gates and xnor gates	58	0.06354
and+or+nand+nor	213	0.1257
adders and majority gates	108	0.1700
AOI/OAI and AO/OA	394	0.3186
buffers and inverters	146	0.07605
==> placed cells by master, fill, tap and decap left out, drive strengths merged, types with 4 or more instances in the layout <==
cell / Yosys / layout
a211oi: 5 / 5
a21o: 11 / 11
a21oi: 123 / 123
a221oi: 30 / 30
a22oi: 59 / 59
a31oi: 8 / 8
and3: 4 / 4
buf: 22 / 15
clkbuf: 36 / 9
clkdlybuf4s50: 0 / 252
clkinv: 0 / 4
dfrtp: 73 / 73
ha: 107 / 107
inv: 88 / 88
mux2: 9 / 9
mux2i: 4 / 4
nand2: 81 / 81
nand2b: 8 / 8
nand3: 5 / 5
nor2: 66 / 66
nor2b: 10 / 10
nor3: 12 / 12
nor3b: 6 / 6
nor4: 6 / 6
o211ai: 4 / 4
o21a: 18 / 18
o21ai: 89 / 89
o31a: 8 / 8
o31ai: 6 / 6
xnor2: 49 / 49
xor2: 9 / 9
==> critical path, stage by stage <==
cell and delay, ps:
sky130_fd_sc_hd__clkdlybuf4s50_1 480, sky130_fd_sc_hd__inv_1 50, sky130_fd_sc_hd__ha_2 300, sky130_fd_sc_hd__buf_4 520, sky130_fd_sc_hd__o21ai_1 230, sky130_fd_sc_hd__nor2b_1 180
sky130_fd_sc_hd__a21oi_1 440, sky130_fd_sc_hd__ha_1 270, sky130_fd_sc_hd__nand2b_1 100, sky130_fd_sc_hd__nor3_2 280, sky130_fd_sc_hd__o21ai_1 240, sky130_fd_sc_hd__nand2b_1 320
sky130_fd_sc_hd__nand2_1 140, sky130_fd_sc_hd__xnor2_1 150, sky130_fd_sc_hd__ha_1 340, sky130_fd_sc_hd__a21oi_1 210, sky130_fd_sc_hd__nor2b_1 60, sky130_fd_sc_hd__or4b_1 490
sky130_fd_sc_hd__o22a_1 270, sky130_fd_sc_hd__a311oi_1 470, sky130_fd_sc_hd__a21oi_1 150, sky130_fd_sc_hd__xnor2_1 170, sky130_fd_sc_hd__o22ai_1 240, sky130_fd_sc_hd__clkdlybuf4s50_1 530
==> per-layer routing <==
layer / vias up / share of wire / track usage
met3: 15 / 0.092 / 0.08687
met2: 311 / 0.39 / 0.4044
met4: 0 / 0.011 / 0.02632
met5: - / 0 / 0
li1: 4075 / - / -
met1: 3753 / 0.51 / 0.5259
==> where the power goes <==
part	internal [µW]	switching (µW)	total, µW
Clock	73.5	43.4	117
Combinational	145	152	297
Sequential	117	13.7	131
Total	335	209	545
==> through the flow <==
stage               instance area (µm²)  setup slack (ps)
finish                            11020             11180
floorplan                          7995             13330
detailed placement                10690             11330
global route                      11020             10760
global placement                  10690             11340
CTS                               11010             11290
==> how the worst max path moves through the flow <==
stage,slack (ps),cells past startpoint,to,start
after CTS,11290,24,alu_out[31],forward_b[0]
after global routing,10760,23,alu_out[30],forward_b[0]
final,11180,24,alu_out[30],forward_b[0]
Power figures rest on the tool's default switching activity, not on a simulated workload.
